<file path="design/flow/config.mk">
export PLATFORM = sky130hd
export DESIGN_NAME = OnboardTop
export DESIGN_NICKNAME = OnboardTop
export VERILOG_FILES = /design/flow/design.v
export SDC_FILE = /design/flow/constraint.sdc
export NUM_CORES = 4
export LEC_CHECK = 1
export CORE_UTILIZATION = 40
</file>
<file path="design/flow/constraint.sdc">
current_design OnboardTop

set clk_period 2.1
set clk_io_pct 0.2

create_clock -name clk0 -period $clk_period [get_ports {JB_TCK}]

set non_clock_inputs [all_inputs -no_clocks]
set_input_delay [expr $clk_period * $clk_io_pct] -clock clk0 $non_clock_inputs
set_output_delay [expr $clk_period * $clk_io_pct] -clock clk0 [all_outputs]
</file>
<file path="design/flow/design.v">
`timescale 1ns / 1ps
module CoreLogic(
    input [1:0] A,
    input [1:0] B,
    input op_code,
    output [3:0] result
    );
    assign result = (op_code == 1'b1) ? A + B : A * B;
endmodule
`timescale 1ns / 1ps
localparam [3:0] STATE_TEST_LOGIC_RESET   = 4'b0000;
localparam [3:0] STATE_RUN_TEST_IDLE      = 4'b0001;
localparam [3:0] STATE_SELECT_DR_SCAN     = 4'b0010;
localparam [3:0] STATE_CAPTURE_DR         = 4'b0011;
localparam [3:0] STATE_SHIFT_DR           = 4'b0100;
localparam [3:0] STATE_EXIT1_DR           = 4'b0101;
localparam [3:0] STATE_PAUSE_DR           = 4'b0110;
localparam [3:0] STATE_EXIT2_DR           = 4'b0111;
localparam [3:0] STATE_UPDATE_DR          = 4'b1000;
localparam [3:0] STATE_SELECT_IR_SCAN     = 4'b1001;
localparam [3:0] STATE_CAPTURE_IR         = 4'b1010;
localparam [3:0] STATE_SHIFT_IR           = 4'b1011;
localparam [3:0] STATE_EXIT1_IR           = 4'b1100;
localparam [3:0] STATE_PAUSE_IR           = 4'b1101;
localparam [3:0] STATE_EXIT2_IR           = 4'b1110;
localparam [3:0] STATE_UPDATE_IR          = 4'b1111;
localparam [3:0] CMD_BYPASS               = 4'b1111;
localparam [3:0] CMD_SAMPLE_PRELOAD       = 4'b0001;
localparam [3:0] CMD_EXTEST               = 4'b0010;
localparam [3:0] CMD_INTEST               = 4'b0011;
localparam [3:0] CMD_IDCODE               = 4'b0100;
localparam [2:0] NUM_BYPASS               = 3'b000;
localparam [2:0] NUM_DEVICEID             = 3'b001;
localparam [2:0] NUM_BSR                  = 3'b010;
localparam [2:0] INPUT_WIDTH              = 5;
localparam [2:0] OUTPUT_WIDTH             = 4;
localparam [3:0] TOTAL_WIDTH              = INPUT_WIDTH + OUTPUT_WIDTH;
module DebugSYS(
    input                           TCK,
    input                           TMS,
    input                           TDI,
    output reg                      TDO,
    input  [INPUT_WIDTH-1:0]         from_SYS_to_BSR,
    output [INPUT_WIDTH-1:0]         from_BSR_to_CL,
    input  [OUTPUT_WIDTH-1:0]        from_CL_to_BSR,
    output [OUTPUT_WIDTH-1:0]        from_BSR_to_SYS
    );
    reg         enable;          
    reg         select;          
    reg         clk_DR;          
    reg         update_DR;       
    reg         shift_DR;        
    reg         clk_IR;          
    reg         update_IR;       
    reg         shift_IR;        
    reg [3:0]   state           = STATE_TEST_LOGIC_RESET;  
    reg         clock_IR;        
    reg         tdo_IR;          
    reg [2:0]   num_DR;          
    reg         intest;          
    reg         extest;          
    reg [3:0]   shifted_IR      = CMD_IDCODE;  
    reg [3:0]   main_IR         = CMD_IDCODE;  
    reg         clock_bypass;    
    reg         clock_deviceID;  
    reg         clock_BSR;       
    reg         tdo_DR;          
    reg         tdo_deviceID;        
    reg [31:0]  shifted_deviceID;    
    reg         tdo_bypass;      
    reg         bypass;          
    reg         tdo_BSR;                     
    reg [TOTAL_WIDTH-1:0]   shifted_BSR;     
    reg [TOTAL_WIDTH-1:0]   main_BSR;        
    reg tdo_output;      
    always@(posedge TCK)  
    begin
        case(state)
        STATE_TEST_LOGIC_RESET: begin
            if (!TMS) begin
                state = STATE_RUN_TEST_IDLE;
            end
        end
        STATE_RUN_TEST_IDLE: begin
            if(TMS)
                state = STATE_SELECT_DR_SCAN;
        end
        STATE_SELECT_DR_SCAN: begin
            if (TMS)
                state = STATE_SELECT_IR_SCAN;
            else
                state = STATE_CAPTURE_DR;
        end
        STATE_CAPTURE_DR: begin
            if (TMS)
                state = STATE_EXIT1_DR;
            else
                state = STATE_SHIFT_DR;
        end
        STATE_SHIFT_DR: begin
            if (TMS)
                state = STATE_EXIT1_DR;
        end
        STATE_EXIT1_DR: begin
            if (TMS)
                state = STATE_UPDATE_DR;
            else
                state = STATE_PAUSE_DR;
        end
        STATE_PAUSE_DR: begin
            if (TMS)
                state = STATE_EXIT2_DR;
        end
        STATE_EXIT2_DR: begin
            if(TMS)
                state = STATE_UPDATE_DR;
            else
                state = STATE_SHIFT_DR;
        end
        STATE_UPDATE_DR: begin
            if (TMS)
                state = STATE_SELECT_DR_SCAN;
            else
                state = STATE_RUN_TEST_IDLE;
        end
        STATE_SELECT_IR_SCAN: begin
            if(TMS)
                state = STATE_TEST_LOGIC_RESET;
            else
                state = STATE_CAPTURE_IR;
        end
        STATE_CAPTURE_IR: begin
            if(TMS)
                state = STATE_EXIT1_IR;
            else
                state = STATE_SHIFT_IR;
        end
        STATE_SHIFT_IR: begin
            if (TMS)
                state = STATE_EXIT1_IR;
        end
        STATE_EXIT1_IR: begin
            if (TMS)
                state = STATE_UPDATE_IR;
            else
                state = STATE_PAUSE_IR;
        end
        STATE_PAUSE_IR: begin
            if (TMS)
                state = STATE_EXIT2_IR;
        end
        STATE_EXIT2_IR: begin
            if (TMS)
                state = STATE_UPDATE_IR;
            else
                state = STATE_SHIFT_IR;
        end
        STATE_UPDATE_IR: begin
            if (TMS)
                state = STATE_SELECT_DR_SCAN;
            else
                state = STATE_RUN_TEST_IDLE;
        end
        endcase
    end
    always@(negedge TCK)  
    begin
        case(state)
        STATE_TEST_LOGIC_RESET: begin
            update_DR   = 0;
            shift_DR    = 0;
            update_IR   = 0;
            shift_IR    = 0;
            clk_DR      = 0;
            clk_IR      = 0;
            enable      = 0;  
            select      = 0;
        end
        STATE_RUN_TEST_IDLE: begin  
            update_IR = 0;
            update_DR = 0;
        end
        STATE_SELECT_DR_SCAN: begin  
            update_IR = 0;
            update_DR = 0;
        end
        STATE_CAPTURE_DR: begin
            select = 0;  
            clk_DR = 1;  
        end
        STATE_SHIFT_DR: begin  
            shift_DR = 1;
            enable = 1;      
        end
        STATE_EXIT1_DR: begin  
            shift_DR = 0;
            enable = 0;
            clk_DR = 0;
        end
        STATE_PAUSE_DR: begin
        end
        STATE_EXIT2_DR: begin
        end
        STATE_UPDATE_DR: begin
            update_DR = 1;  
        end
        STATE_SELECT_IR_SCAN: begin 
        end
        STATE_CAPTURE_IR: begin
            select = 1;
            shift_IR = 0;
            clk_IR = 1;
        end
        STATE_SHIFT_IR: begin
            shift_IR = 1;
            enable = 1;
        end
        STATE_EXIT1_IR: begin
            shift_IR = 0;
            enable = 0;
            clk_IR = 0;
        end
        STATE_PAUSE_IR: begin
        end
        STATE_EXIT2_IR: begin
        end
        STATE_UPDATE_IR: begin
            update_IR = 1;
        end
        endcase
    end
    assign clock_IR = (clk_IR == 1'b1) ? TCK : 1'b0;
    assign tdo_IR = shifted_IR[0];
    assign num_DR = (main_IR == CMD_BYPASS) ? NUM_BYPASS :
                    (main_IR == CMD_IDCODE) ? NUM_DEVICEID :
                    (main_IR == CMD_SAMPLE_PRELOAD || main_IR == CMD_INTEST || main_IR == CMD_EXTEST) ? NUM_BSR :
                    3'b111;
    assign extest   = (main_IR == CMD_EXTEST) ? 1'b1 : 1'b0;
    assign intest   = (main_IR == CMD_INTEST) ? 1'b1 : 1'b0;
    always@(posedge clock_IR)
    begin
        if (shift_IR) begin
            shifted_IR <= {TDI, shifted_IR[3:1]};
        end
    end
    always@(posedge update_IR)
    begin
        main_IR = shifted_IR;
    end
    assign clock_bypass     = (clk_DR == 1'b1 && num_DR == NUM_BYPASS) ? TCK : 1'b0;
    assign clock_deviceID   = (clk_DR == 1'b1 && num_DR == NUM_DEVICEID) ? TCK : 1'b0;
    assign clock_BSR        = (clk_DR == 1'b1 && num_DR == NUM_BSR) ? TCK : 1'b0;
    assign tdo_DR = (num_DR == NUM_BYPASS) ? tdo_bypass :
                    (num_DR == NUM_DEVICEID) ? tdo_deviceID :
                    (num_DR == NUM_BSR) ? tdo_BSR :
                    1'bZ;
    assign TDO = enable ? tdo_output : 1'bZ;
    always@(negedge TCK)
    begin
        tdo_output = select ? tdo_IR : tdo_DR;
    end
    assign tdo_deviceID = shifted_deviceID[0];
    always@(posedge clock_deviceID)
    begin
        if (shift_DR) begin
            shifted_deviceID = {1'b1, shifted_deviceID[31:1]};
        end else begin
            shifted_deviceID = 32'hDEAD104D;
        end
    end
    assign tdo_bypass = bypass;
    always@(posedge clock_bypass)
    begin
        if (shift_DR)
            bypass <= TDI;
        else
            bypass <= 0;
    end
    assign tdo_BSR = shifted_BSR[0];
    assign from_BSR_to_CL = (intest == 1'b1) ? main_BSR[TOTAL_WIDTH-1:OUTPUT_WIDTH] : from_SYS_to_BSR;
    assign from_BSR_to_SYS = (extest == 1'b1) ? main_BSR[OUTPUT_WIDTH-1:0] : from_CL_to_BSR;
    always@(posedge clock_BSR)
    begin
        if (shift_DR) begin
            shifted_BSR <= {TDI, shifted_BSR[TOTAL_WIDTH-1:1]};
        end 
        else begin
            shifted_BSR = {from_SYS_to_BSR, from_CL_to_BSR}; 
        end
    end
    always@(posedge update_DR)
    begin
        main_BSR = shifted_BSR;
    end
endmodule
`timescale 1ns / 1ps
module OnboardTop(
    input   [15:0]  SW,
    output  [15:0]  LED,
    input           JB_TCK,
    input           JB_TMS,
    input           JB_TDI,
    output          JB_TDO,
    output          JBM_TCK,
    output          JBM_TMS,
    output          JBM_TDI,
    output          JBM_TDO
    );
    wire TCK, TMS, TDI, TDO;
    wire [4:0] from_SYS_to_BSR;
    wire [4:0] from_BSR_to_CL;
    wire [3:0] from_CL_to_BSR;
    wire [3:0] from_BSR_to_SYS;
    assign from_SYS_to_BSR = SW[15:11];
    assign LED[15:12] = from_BSR_to_SYS;
    assign TDI = JB_TDI;
    assign TMS = JB_TMS;
    assign TCK = JB_TCK;
    assign JB_TDO = TDO;
    assign JBM_TCK = JB_TCK;
    assign JBM_TDI = JB_TDI;
    assign JBM_TMS = JB_TMS;
    assign JBM_TDO = TDO;
DebugSYS debugsys1(
    .TCK(TCK),
    .TMS(TMS),
    .TDI(TDI),
    .TDO(TDO),
    .from_SYS_to_BSR(from_SYS_to_BSR),
    .from_BSR_to_CL(from_BSR_to_CL),
    .from_CL_to_BSR(from_CL_to_BSR),
    .from_BSR_to_SYS(from_BSR_to_SYS)
    );
CoreLogic corelogic1(
    .A(from_BSR_to_CL[4:3]),
    .B(from_BSR_to_CL[2:1]),
    .op_code(from_BSR_to_CL[0]),
    .result(from_CL_to_BSR)
    );
endmodule
</file>
<file path="design/flow/run.sh">
#!/bin/bash
# OpenROAD 26Q1-2900-gdf79404cd8, Yosys 0.63+post, stock flow scripts
make -C /OpenROAD-flow-scripts/flow DESIGN_CONFIG=/design/flow/config.mk WORK_HOME=/design/flow/orfs finish
</file>
==> reports/qor.csv <==
stage;metric;value;unit
drt;drt-pass1-iter-count;20;
cells_and_area;layout-drive-gt1-share;0.4006;
sta;untimed_endpoints;13;
synthesis;synth_warnings;28;
synthesis;netlist_instances;247;
synthesis;async_reset_ff_frac;0;
worst_setup_path;critPathArrivalTime;2.61;ns
pwr;p_total;4488;uW
worst_setup_path;start_kind;register;
global_route;grt_start_max_net_pins;31;
drt;final_antenna_net_count;0;
flow_run;warnings;43;
clock_tree;clkTransAtPathRegs;0.11;ns
cells_and_area;nFillCells;449;
drt;post_drt_wl_per_cell;12.09;um
global_route;grt_pass1_wl;8411;um
synthesis;yosysUniqueCellTypes;40;
clock_tree;insertion_delay;1.15;ns
outcome;violations;setup timing;
global_route;grt_overflow_total;0;
global_route;antenna_found_initial;0;
flow_run;max-cap-violations;0;
sta;hold_ws;0.08761;ns
cells_and_area;seqCellArea;1533;um2
sta;slew_viol_final;0;
cells_and_area;finalNonFillerCells;424;
drt;drc_errors;0;
global_route;first_global_vias;2039;
place;io_buffer_count;16;
drt;antennaDiodeCount;0;
cells_and_area;lay_top_cells;dfxtp_1 (53), clkbuf_8 (35), buf_4 (35), buf_6 (18), and2_1 (17);
drt;wl;5128;um
pwr;power_density;1119;nW/um2
die;fp.dieH;83.91;um
pwr;peakVddDrop;1.305;mV
sta;unclocked_pins;13;
clock_tree;cts_tree;built;
global_route;grt.total_usage;0.1572;
synthesis;ys_seq_share;0.5706;
outcome;run_status;finished, violations left;
sta;setup_slack;-0.9253;ns
worst_setup_path;endpoint_kind;primary output;
worst_setup_path;crit_chain;buf_2;
sta;worst_pin_slew;0.7191;ns
sta;fin_skew;0.1721;ns
die;coreArea;6422;um2
synthesis;yosys_cells;247;
worst_setup_path;cpLargestDelayFamily;flip-flops;
place;placed_cells;356;
cells_and_area;lay_top_count;dfxtp_1;
die;ios;40;
synthesis;edf_count;15;
sta;setup_violations;38;
worst_setup_path;critPathMaxFanout;2;
worst_setup_path;path_buffers;1;
synthesis;synth_area_per_cell;10.87;um2
worst_setup_path;cp_slowest_cell;dfxtp_2;
synthesis;flop_cell;dfxtp_1;
worst_setup_path;slowest_delay;0.31;ns
drt;vias;1978;
die;fp-utilization;0.4179;
drt;drt_iter0_drc;70;
synthesis;ys_area;2684;um2
die;die.size.x;83.91;um
pwr;p_leak;0.001739;uW
place;dp_hpwl;2906;um
synthesis;synth_area;2684;um2
die;die_area;7041;um2
place;gp_congestion;0.8407;
hold_path;hp-class;in2reg;
drt;vias_per_cell;4.665;
sta;hold_viol;0;
worst_setup_path;reg2reg_slack;-0.18;ns
die;rows;29;
cells_and_area;combGateArea;1137;um2
worst_setup_path;crit_type;reg2out;
sta;max_slew_margin;0.5194;
cells_and_area;area_growth;49.46;%
synthesis;ys.flops;69;
sta;rsz0062_at_grt;yes;
worst_setup_path;cp.required;1.68;ns
==> cell families after synthesis <==
logic type | share of synthesized area
AOI/OAI and AO/OA | 0.08346
buffers and inverters | 0.08671
adders and majority gates | 0.02611
other | 0.001397
and+or+nand+nor | 0.1543
DFF | 0.5706
muxes | 0.06434
xor gates and xnor gates | 0.01306
==> path summary, 6_finish.rpt <==
check / startpoint / end / depth (start not counted)
max in group gated: debugsys1.clk_DR / clock gate / 0
worst max register to register: debugsys1.state[2] / debugsys1.clk_IR / 4
worst max-delay path: debugsys1.tdo_output / JBM_TDO / 1
worst min register to register: debugsys1.shifted_deviceID[19] / debugsys1.shifted_deviceID[18] / 1
min in group gated: debugsys1.clk_IR / clock gate / 0
worst min-delay path: JB_TDI / debugsys1.bypass / 2
==> power breakdown <==
part | switching (uW) | leakage (uW) | internal, uW
clock network | 398 | 0.000324 | 1150
logic | 878 | 0.000816 | 1020
registers | 185 | 0.000599 | 860
total | 1460 | 0.00174 | 3030
==> metrics by stage <==
step | utilization | worst slack, ns | setup TNS [ns] | area [um2]
floorplan | - | -0.2094 | -1.607 | 2815
global placement | 0.4833 | -0.8086 | -5.957 | 3104
detailed placement | 0.4833 | -0.8239 | -6.069 | 3104
CTS | 0.6071 | -0.9351 | -3.211 | 3899
global route | 0.6246 | -0.9623 | -4.378 | 4011
finish | 0.6246 | -0.9253 | -4.022 | 4011
==> state kept, by name (all words and copies together), names as in the netlist <==
register                    cells
debugsys1.main_IR               4
debugsys1.clk_DR                1
debugsys1.clk_IR                1
debugsys1.state                 4
debugsys1.shifted_BSR           9
debugsys1.bypass                1
debugsys1.shifted_deviceID     30
debugsys1.select                1
debugsys1.shifted_IR            4
debugsys1.main_BSR              9
debugsys1.shift_DR              1
debugsys1.tdo_output            1
debugsys1.update_IR             1
debugsys1.shift_IR              1
debugsys1.update_DR             1
==> Yosys cell counts (5+ instances only) <==
library cell  instances  share of area
dfxtp_1              54           0.40
and2_1               17          0.040
buf_4                16          0.045
edfxtp_1             15           0.17
nand2b_1             15          0.035
inv_1                14          0.020
nand2_1              13          0.018
clkbuf_1             12          0.017
o21ai_0              10          0.019
a21oi_1               9          0.017
mux2_2                8          0.034
nor2_1                8          0.011
mux2i_1               6          0.022
nor3_1                5         0.0093
==> timing repair <==
action | in CTS | in global routing
resized | 76 | 15
endpoints found under the setup margin | 26 | 19
setup buffers | 11 | 8
hold endpoints to repair | 5 | 0
pin swaps | 11 | 6
hold buffers | 5 | 0
==> cell type report <==
class / instances / area share
clock buffers: 39 / 0.1251
clock inverters: 10 / 0.01622
inverters: 13 / 0.01279
multi-input cells: 145 / 0.2835
flip-flops and latches: 69 / 0.3821
well taps: 77 / 0.02402
repair buffers: 71 / 0.1563
==> routing by layer <==
layer  track usage  vias up  routed length, um
li1              -      996                  -
met1        0.2342      923               2519
met2        0.2064       45               2298
met3       0.06024       14                202
met4       0.08150        0                108
met5             0        -                  0
Power is estimated from default activity; no workload was simulated.
